### design.v
module sync_fifo 
#(
	parameter FIFO_DEPTH = 256,
	parameter DATA_WIDTH =  32,
	parameter WIDTH      = 8
) (
	input                         i_clk            ,  
	input                         i_rst_n          ,  
	input                         i_valid_s        ,  
	input                         i_ready_m        ,  
	input        [WIDTH-1:0]      i_almostempty_lvl,  
	input        [WIDTH-1:0]      i_almostfull_lvl ,  
	input        [DATA_WIDTH-1:0] i_datain         ,  
	output logic                  o_almostfull     ,  
	output logic                  o_full           ,  
	output logic                  o_ready_s        ,  
	output logic                  o_valid_m        ,  
	output logic                  o_almostempty    ,  
	output logic                  o_empty          ,  
	output logic [DATA_WIDTH-1:0] o_dataout           
);
logic [DATA_WIDTH-1:0] fifo [FIFO_DEPTH-1:0];
logic [WIDTH-1:0] ptr;
assign o_dataout = fifo[0];
assign o_almostfull = (ptr >= i_almostfull_lvl);
assign o_full       = (ptr == FIFO_DEPTH);
assign o_valid_m    = !o_full;
assign o_empty      = (!(|ptr));
assign o_ready_s    = !o_empty;
assign o_almostempty= (ptr <= i_almostempty_lvl);
always_ff @(posedge i_clk or negedge i_rst_n) begin
	if(~i_rst_n) begin
		ptr <= 0;
	end else begin
		case ({i_ready_m, i_valid_s})
			2'b01: begin
				ptr <= o_full ? ptr : ptr + 1;
			end
			2'b10: begin 
				ptr <= o_empty ? ptr : ptr - 1;
			end
			default: begin 
				ptr <= ptr;
			end
		endcase
	end
end
always_ff @(posedge i_clk or negedge i_rst_n) begin
	if(~i_rst_n) begin
		for (int i = 0; i < FIFO_DEPTH; i++) begin
			fifo[i] <= {DATA_WIDTH{1'b0}};
		end
	end else begin
		case ({i_ready_m, i_valid_s})
			2'b01: begin 
				if (o_valid_m) begin
					fifo[ptr] <= i_datain;					
				end
			end
			2'b10: begin 
				fifo[FIFO_DEPTH-1] <= {DATA_WIDTH{1'b0}};
				for (int i = 0; i < FIFO_DEPTH-1; i++) begin
					fifo[i] <= fifo[i+1];
				end				
			end
			2'b11: begin 
				fifo[FIFO_DEPTH-1] <= o_full ? i_datain : {DATA_WIDTH{1'b0}};
				fifo[0] <= o_empty ? i_datain : fifo[1];
				for (int i = 1; i < FIFO_DEPTH-1; i++) begin
					if (i == (ptr-1)) begin
						fifo[i] <= i_datain;
					end
					else begin 
						fifo[i] <= fifo[i+1];
					end
				end
			end
		endcase
	end
end
endmodule
### config.mk
export PLATFORM = sky130hd
export DESIGN_NAME = sync_fifo
export DESIGN_NICKNAME = sync_fifo
export VERILOG_FILES = /design/flow/design.v
export SDC_FILE = /design/flow/constraint.sdc
export NUM_CORES = 4
export LEC_CHECK = 1
export CORE_UTILIZATION = 30
### run.sh
#!/bin/bash
# OpenROAD 26Q1-2900-gdf79404cd8, Yosys 0.63+post, stock flow scripts
make -C /OpenROAD-flow-scripts/flow DESIGN_CONFIG=/design/flow/config.mk WORK_HOME=/design/flow/orfs finish
### constraint.sdc
current_design sync_fifo

set clk_period 78.0
set clk_io_pct 0.2

create_clock -name clk0 -period $clk_period [get_ports {i_clk}]

set non_clock_inputs [all_inputs -no_clocks]
set_input_delay [expr $clk_period * $clk_io_pct] -clock clk0 $non_clock_inputs
set_output_delay [expr $clk_period * $clk_io_pct] -clock clk0 [all_outputs]
==> impl_metrics.py <==
# Flow results
metrics = {
    "finish": {
        "area_growth_pct": 13.0,
        "final_util_pct": 34.0,
        "drive_above_1_share_pct": 11.5,
        "final_cell_count_no_fill": 56900,
    },
    "critical_path": {
        "worstSetupStartpointType": "primary input",
        "slowest_delay_ns": 0.49,
        "critPathArrivalTime_ns": 17.76,
        "cp_num_buf_inv": 3,
        "critPathKind": "primary input to primary output",
        "path_max_fanout": 2,
        "required_ns": 62.40,
        "crit_path_end_kind": "primary output",
        "cp_top_family": "buffers and inverters",
        "worst_path_most_repeated_cell": "o21ai_0",
        "crit_path_cell_trace": "clkdlybuf4s50_1 -> inv_1 -> ha_1 -> nor2b_1 -> o21ai_0 -> nand2b_1 -> a21oi_1 -> o21ai_0 -> o21ai_0 -> clkdlybuf4s50_1",
        "slowest_stage": "clkdlybuf4s50_1",
    },
    "synthesis": {
        "flop_cell": "dfrtp_1",
        "ys_area_mm2": 0.403,
        "syn_area_mm2": 0.403,
        "netlist_instances": 40400,
        "ys_top_cells_by_count": "dfrtp_1 (8200), nand2_1 (6026), clkbuf_1 (4273)",
        "top_cell_area_share_pct": 50.9,
        "async_flop_share_pct": 100,
        "synth_flops": 8200,
        "yosysCellCount": 40400,
        "yosysWarningCount": 2,
        "ys_seq_share_pct": 50.9,
        "yosys.area.top_type": "dfrtp_1",
        "yosysMostFrequentCell": "dfrtp_1",
        "synth.area.top_cells": "dfrtp_1 (51%), nand2_1 (5.6%), mux2i_1 (5.2%)",
        "avgSynthCellArea_um2": 9.96,
        "ys_types": 103,
        "synth-edff-count": 0,
    },
    "sta": {
        "skew_ns": 0.123,
        "finalHoldViolCount": 0,
        "setup_tns_ns": 0,
        "finalMaxSlewViolations": 0,
        "clock.fmax_ghz": 0.0300,
        "setup_ws_ns": 44.64,
        "finalSetupViolations": 0,
        "period_used_pct": 42.8,
        "max_slew_margin_pct": 11.7,
        "fin_crit_ns": 33.36,
        "tightest_slew_ns": 1.32,
        "rsz0062_at_grt": "no",
    },
    "clocking": {
        "cts.clk_slew.worst_paths_ns": 0.06,
        "cts_root_buf": "clkbuf_16",
        "ctsResizeCount": 0,
        "clockBufferDepth": 5,
        "htreeDepth": 6,
        "tritoncts": "built",
        "cts.sinks": 8200,
        "numCtsBuffers": 888,
        "hold_buffers": 0,
        "clk_latency_ns": 1.16,
        "cts_setup_buffers": 0,
    },
    "power": {
        "p_total_mw": 12.9,
        "vdd_drop_max_v": 0.0000341,
        "internal_power_mw": 8.60,
        "pwr-share-comb_pct": 22.0,
        "pwr-share-clk_pct": 34.3,
        "p_leak_nw": 200,
        "seqPwrFrac_pct": 43.7,
        "switchingPower_mw": 4.27,
        "power_density_mw_per_mm2": 28.3,
        "swShare_pct": 33.2,
    },
    "placement": {
        "pre_cts_ws_ns": 44.70,
        "dp_cells": 55200,
        "dp_hpwl_um": 1030000,
        "place.gp.congestion": 0.980,
        "port_buffers": 87,
    },
    "global_route": {
        "grt_pass1_vias": 327000,
        "grt_first_pass_wirelength_um": 2330000,
        "grt.total_usage_pct": 23.7,
        "grt_overflow": 0,
        "grt_antenna_before_repair": 82,
        "grt_max_degree": 173,
    },
    "floorplanning": {
        "chip_area_mm2": 1.35,
        "die_w_um": 1160,
        "core_mm2": 1.34,
        "die_y_um": 1160,
        "rows": 425,
        "fp_util_pct": 30.1,
        "io_pins": 90,
    },
    "flow_run": {
        "warnings": 142,
        "drv_cap": 0,
    },
    "route": {
        "drtIter0Drc": 33800,
        "ant_nets": 0,
        "wirelength_um": 1590000,
        "first_pass_iters": 9,
        "avgViaCountPerCell": 5.87,
        "vias": 334000,
        "drc": 0,
        "wl_per_cell_um": 27.9,
    },
    "worst_hold_path": {
        "hold_path_class": "flip-flop to flip-flop",
    },
    "outcome": {
        "status": "finished, final reports clean",
    },
}
-- worst paths after layout --
check,end,from,slack (ns),cells after the start
max,o_almostempty,i_almostempty_lvl[1],44.64,10
min,fifo[14][24]$_DFFE_PN0P_,fifo[15][24]$_DFFE_PN0P_,0.41,2
max reg2reg,fifo[68][11]$_DFFE_PN0P_,ptr[7]$_DFFE_PN0P_,72.18,10
min reg2reg,fifo[14][24]$_DFFE_PN0P_,fifo[15][24]$_DFFE_PN0P_,0.41,2
max in group asynchronous,fifo[255][24]$_DFFE_PN0P_,i_rst_n,56.99,10
min in group asynchronous,fifo[14][1]$_DFFE_PN0P_,i_rst_n,14.38,1
-- power by group through the flow --
stage         clock [mW]  sequential (mW)  combinational [mW]
finish              4.41             5.62                2.83
global route        4.62             5.70                3.01
CTS                 4.46             5.61                2.76
-- placed cells by master, fill, tap and decap left out, types with 47 or more instances in the layout --
cell | netlist | routed
dfrtp_1 | 8200 | 8194
nand2_1 | 6026 | 5961
mux2i_1 | 2107 | 2107
buf_4 | 26 | 1794
a211oi_1 | 1769 | 1764
a221o_1 | 1713 | 1713
and3_1 | 1659 | 1655
a21o_1 | 1638 | 1638
a22o_1 | 1597 | 1594
a31oi_1 | 1513 | 1472
a21oi_1 | 1330 | 1184
nor2_1 | 1269 | 1082
a22oi_1 | 1076 | 1074
nor2b_1 | 1040 | 1036
clkbuf_16 | 0 | 898
nand3_1 | 917 | 896
o21ai_0 | 809 | 750
o221ai_1 | 637 | 637
o31ai_1 | 428 | 406
mux2_2 | 388 | 388
nor3_1 | 402 | 372
clkbuf_8 | 0 | 245
clkbuf_1 | 4273 | 218
o32ai_1 | 189 | 189
a31o_2 | 160 | 160
nor2_2 | 14 | 148
clkinv_2 | 0 | 126
o211ai_1 | 125 | 125
and2_1 | 129 | 122
a21oi_2 | 4 | 103
o21ai_1 | 41 | 81
diode_2 | 0 | 77
o311ai_0 | 63 | 63
bufinv_16 | 0 | 62
nand2_2 | 1 | 58
nor2_4 | 3 | 56
clkdlybuf4s50_1 | 0 | 52
a21oi_4 | 0 | 47
-- worst min-delay path, cell delays in order (launching register included) --
cell	delay, ns
dfrtp_1	0.34
nand2_1	0.05
o221ai_1	0.06
-- cell type report --
type                       instances  area, µm²
multi-input combinational      27400     182000
clock inverter                   245       3280
clock buffer                    1361      26700
fill                          133000     884000
sequential                      8200     205000
timing repair buffer            1912      15200
inverter                          33        191
antenna                           77        193
tap                            17700      22200
-- sequential cells by signal (all words and copies together), names as in the netlist --
name	cells
fifo	8192
ptr	8
-- cells by family after synthesis --
group,share of synthesized area [%]
other,0.00186
multiplexers,6.32
adder cells (fa/ha/maj),0.0714
AND/OR/NAND/NOR,13.1
XOR/XNOR,0.0196
buffers and inverters,4.67
AND-OR/OR-AND,24.9
flip-flops,50.9
-- stage by stage --
step	cell area, µm²	hold slack (ns)
floorplan	403000	0.426
finish	455000	0.409
detailed placement	425000	0.456
CTS	455000	0.415
global placement	425000	0.456
global route	455000	0.434
-- metal layers --
layer	global-route usage, %	wire length (µm)
met1	31.5	620000
met3	10.8	192000
met2	32.9	668000
met5	1.08	2840
met4	12.3	103000
Power and IR drop assume default switching activity.
